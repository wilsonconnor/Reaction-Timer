File: flow/run.sh
#!/bin/bash
# OpenROAD 26Q1-2900-gdf79404cd8, Yosys 0.63+post, stock flow scripts
make -C /OpenROAD-flow-scripts/flow DESIGN_CONFIG=/design/flow/config.mk WORK_HOME=/design/flow/orfs finish
File: flow/config.mk
export PLATFORM = sky130hd
export DESIGN_NAME = displayDriver
export DESIGN_NICKNAME = displayDriver
export VERILOG_FILES = /design/flow/design.v
export SDC_FILE = /design/flow/constraint.sdc
export NUM_CORES = 4
export LEC_CHECK = 1
export CORE_UTILIZATION = 40
File: flow/constraint.sdc
current_design displayDriver

set clk_period 5.1
set clk_io_pct 0.2

create_clock -name clk0 -period $clk_period [get_ports {clk}]

set non_clock_inputs [all_inputs -no_clocks]
set_input_delay [expr $clk_period * $clk_io_pct] -clock clk0 $non_clock_inputs
set_output_delay [expr $clk_period * $clk_io_pct] -clock clk0 [all_outputs]
File: flow/design.v
module binaryToBCDDabble(
     input clk,
     input reset,
     input start,
     input [13:0] val,
     output [3:0] bcd3,
     output [3:0] bcd2,
     output [3:0] bcd1,
     output [3:0] bcd0,
     output reg done
    );
    reg [2:0] state;
    localparam IDLESTATE = 0;
    localparam SHIFTSTATE = 1;
    localparam CHECKSHIFTSTATE = 2;
    localparam ADDSTATE = 3;
    localparam CHECKADDSTATE = 4;
    localparam DONESTATE = 5;
    reg [3:0] shiftCount = 0;
    reg [29:0] workReg = 0;
    assign {bcd3, bcd2, bcd1, bcd0} = workReg[29:14];
    always@(posedge clk)
    begin
        case(state)
        IDLESTATE:
            begin
                shiftCount <= 0;
                done <= 0;
                if(start)
                begin
                    workReg <= {16'h0000, val};
                    state <= SHIFTSTATE;
                end
                else
                begin
                    state <= IDLESTATE;
                end
            end    
        SHIFTSTATE:
            begin
                workReg <= workReg << 1;
                state <= CHECKSHIFTSTATE;
            end
        CHECKSHIFTSTATE:
            begin
                if(shiftCount == 13)
                begin
                    state <= DONESTATE;
                end
                else
                begin
                    shiftCount <= shiftCount + 1;
                    state <= ADDSTATE;
                end
            end
        ADDSTATE:
            begin
                state <= SHIFTSTATE;
                if(workReg[29:26] > 4)
                    workReg[29:26] <= workReg[29:26] + 3;
                if(workReg[25:22] > 4)
                    workReg[25:22] <= workReg[25:22] + 3;
                if(workReg[21:18] > 4)
                    workReg[21:18] <= workReg[21:18] + 3;
                if(workReg[17:14] > 4)
                    workReg[17:14] <= workReg[17:14] + 3;
            end
        DONESTATE:
            begin
                done <= 1;
                state <= IDLESTATE;
            end
        default:
            begin
                state <= IDLESTATE;
            end
        endcase
    end
endmodule
module displayDriver # (parameter CLKFREQ = 100, parameter DISPFREQ = 75)(
    input [15:0] indata,
    input clk,
    input reset,
    output reg[7:0] sseg,
    output reg[3:0] latchAN
    );
    reg [1:0] segselect;
    reg [15:0] data;
    reg [31:0] count;
    reg [3:0] hex0, hex1, hex2, hex3;
    wire [3:0] ddhex0, ddhex1, ddhex2, ddhex3;
    reg [1:0] pollState;
    reg start;
    wire done;
    localparam HEX_0_STOP = $rtoi(0.25 * CLKFREQ * 1000000 / (DISPFREQ * 4));
    localparam HEX_1_STOP = $rtoi(0.5 * CLKFREQ * 1000000 / (DISPFREQ * 4));
    localparam HEX_2_STOP = $rtoi(0.75 * CLKFREQ * 1000000 / (DISPFREQ * 4));
    localparam HEX_3_STOP = $rtoi(1.0 * CLKFREQ * 1000000 / (DISPFREQ * 4)); 
    localparam STARTON = 0;
    localparam STARTOFF = 1;
    localparam LATCHVALS = 2;
    binaryToBCDDabble bcddab(.clk(clk), .reset(reset), .start(start), .val(indata), .bcd3(ddhex3), .bcd2(ddhex2), .bcd1(ddhex1), .bcd0(ddhex0), .done(done));
    always@(posedge clk)
    begin
        case(pollState)
        STARTON:
        begin
            start <= 1;
            pollState <= STARTOFF;
        end
        STARTOFF:
        begin
            start <= 0;
            if (done)
                pollState <= LATCHVALS;
        end
        LATCHVALS:
        begin
            hex3 <= ddhex3;
            hex2 <= ddhex2;
            hex1 <= ddhex1;
            hex0 <= ddhex0;
            if (~done)
                pollState <= STARTON;
        end
        default:
        begin
            start <= 0;
            pollState <= STARTON;
        end
        endcase
    end   
    always@(posedge clk)
    begin
        count <= count + 1;
        if(count < HEX_0_STOP)
            segselect <= 3;
         else if (count < HEX_1_STOP)
            segselect <= 2;
         else if (count <= HEX_2_STOP)
            segselect <= 1;
         else if (count <= HEX_3_STOP)
            segselect <= 0;
         else
            count <= 0;
    end
    reg [3:0] hexVal;
    reg [3:0] AN;
    always@(segselect, hex0, hex1, hex2, hex3)
    begin
        case(segselect)
            0:
                begin
                    hexVal = hex0;
                    AN = 4'b1110;
                end
            1: 
                begin
                    hexVal = hex1;
                    AN = 4'b1101;
                end
            2:
                begin
                    hexVal = hex2;
                    AN = 4'b1011;
                end
            3:
                begin
                    hexVal = hex3;
                    AN = 4'b0111;
                end
        endcase
    end
    always@(posedge clk)
    begin
        latchAN <= AN;
        case(hexVal)
            4'b0000: sseg <= 8'b11000000;
            4'b0001: sseg <= 8'b11111001;
            4'b0010: sseg <= 8'b10100100;
            4'b0011: sseg <= 8'b10110000;
            4'b0100: sseg <= 8'b10011001;
            4'b0101: sseg <= 8'b10010010;
            4'b0110: sseg <= 8'b10000010;
            4'b0111: sseg <= 8'b11111000;
            4'b1000: sseg <= 8'b10000000;
            4'b1001: sseg <= 8'b10011000;
            4'b1010: sseg <= 8'b10001000;
            4'b1011: sseg <= 8'b10000011;
            4'b1100: sseg <= 8'b10100111;
            4'b1101: sseg <= 8'b10100001;
            4'b1110: sseg <= 8'b10000110;
            4'b1111: sseg <= 8'b10001110;
            default: sseg = 8'b11111111;
        endcase
    end 
endmodule
==> CHANGELOG.md <==
### Changed

- Status: complete, no violations
- Element type at the critical path start: flop
- Iteration-0 DRC Markers: approximately 230
- Min-Delay Path Class: reg -> reg
- Worst setup path class: reg -> reg
- Part of the power in registers: 55.3%
- Longest Clk Path Bufs: 2
- Unique masters post-synth: ~60
- I/O Pins: 30
- Std cell rows: 38
- # port buffers: 25
- Die area: 11,860 um^2
- Min cycle time layout: roughly 2400 ps
- Aoi share: between 10% and 20%
- Post-CTS Setup Bufs: 0
- Adder Share, Synth: 3.830%
- Share of layout cells above drive strength 1: between 9 and 10%
- Top Layout Cells: edfxtp_1, dfxtp_1, nor2_1
- # hold bufs at CTS: 0
- Chip Width: roughly 110 um
- Cell taking the most area after synthesis: edfxtp_1
- Mux frac, synth: slightly below 4%
- Post-synth EDFFs: roughly 54
- Post-synthesis cell count: just over 400
- Pre-antenna DRT Iters: 4
- Net Sw Frac: between 15 and 20%
- Setup TNS: 0 ps
- Initial antenna violation count: 0
- Grt ovf: 0
- Area Growth Syn to Fin: 14.45%
- Synth Cell Area: 4573 um^2
- Clock Latency Late Sink: ~340 ps
- Ys cells: 410
- Register share after synthesis: ~57%
- Yosys xor share: roughly 4.8%
- Tot GR Track Use: a little over an eighth
- Static Leak: around 0.0019 uW
- Cell area after layout: 5234 um^2
- RR Startpoint: count[0]
- Logic pwr share: around 1.8%
- Die Height: ~110 um
- Post-DP HPWL: ~4.7 mm
- Fmax: roughly 0.42 GHz
- Worst-path clk slew: about 60 ps
- GP Congestion: 0.8072
- Simple-Gate Fraction of Synth Area: between 10% and 20%
- Crit path launch: count[0]
- Wirelength per Cell: between 10 and 15 um
- Slew HR: a little over two fifths
- Max cap viols: 0
- CP Max Fanout: 21
- Routed wire length: 7.044 mm
- WHS: just over 500 ps
- CP Data Arrival Time: roughly 2600 ps
- Crit end category: flop
- Endpoints failing setup: 0
- Top_reg_cell synth: edfxtp_1
- Area reported by Yosys stat: 4573 um^2
- Most numerous logic cell after layout: edfxtp_1
- Diodes inserted: 0
- FFs w/ async S/R, synth: 0%
- Worst VDD drop: roughly 360 uV
- Cell Count, Final, Fillers Out: 582
- Log Warnings: 35
- Num CTS Buffers: 9
- Max Slew Vio Count: 0
- First-pass GRT wire length: around 12 mm
- Cycle use final: 46.31%
- Final Hold Vio Count: 0
- Prevailing logic family in the synthesized netlist: simple AND/OR/NAND/NOR gates
- CTS tree: yes
- Area after DPL: 4937 um^2
- # DRC: 0
- Number of global-route vias before repair: approximately 2,800
- Root buf cell: clkbuf_16
- R2r setup slk: about 2700 ps
- Top cell area share: a little over a third
- Final Skew: a little over 7 ps
- Pin count of the biggest net entering global routing: 24
- Core footprint: between 10,000 and 15,000 um^2
- Fp_density: 41.64%
- H-tree depth: 3
- Inst Count DP: around 570
- Clock share of power: 42.9%
- Flops & latches, synth: slightly above 100
- Clk sinks: between 100 and 150
- Vias per cell: a little over 5
- HP Start: segselect[0]
- Via count: between 2,000 and 3,000
- Unrepaired setup endpoints after global routing: false
- Routed Antenna Nets: 0
- Crit path DRT: around 5400 ps
- Ys Warns: 3
- Int Pwr: roughly 1300 uW
- Power Density: 302.1 nW/um^2
- Cell area leaders: edfxtp_1, dfxtp_1, ha_1
- # resized after CTS: 0
- P_sw: ~300 uW
- Mean Syn Cell Area: between 10 and 15 um^2
- Worst-Margin Slew: between 800 and 900 ps
## final timing paths
path,endpoint,cells after the start
worst min-delay path,latchAN[3],1
worst max register to register,segselect[0],8
worst min register to register,latchAN[3],1
worst max-delay path,segselect[0],8
## Yosys cell counts, types with 6 or more instances
cell type / count
a21oi_1: 8
buf_2: 9
clkbuf_1: 9
dfxtp_1: 49
edfxtp_1: 54
ha_1: 14
inv_1: 17
mux2_2: 13
nand2_1: 32
nand3_1: 11
nand4_1: 6
nor2_1: 43
nor2b_1: 10
nor3_1: 7
o21ai_0: 31
xor2_1: 20
## flip-flops by register name (all words and copies together), names as in the netlist, 4 cells and up
register           cells
hex3                   4
latchAN                4
bcddab.shiftCount      4
sseg                   7
count                 32
hex0                   4
bcddab.workReg        30
hex1                   4
hex2                   4
## area by class of cell
type                    count  area (um^2)
well taps                 140        175.2
fillers                   982         5749
clock inverters             6        67.56
inverters                  18        67.56
repair buffers             28        272.8
flip-flops and latches    103         2603
clock buffers              10        229.0
multi-input cells         277         1819
## worst max-delay path: stages (launching register included)
cell and delay (ps):
dfxtp_1 460, inv_1 70, ha_1 200, nor2b_1 150, o21ai_0 100, a21oi_1 200
a211oi_2 90, o31ai_4 780, a22o_1 250
## per-layer routing
metal,up-vias,global-route usage (%),part of all wire [%]
met3,11,3.230,4.9
li1,1502,-,-
met4,0,2.124,1.9
met5,-,0,0
met2,70,19.95,43
met1,1373,21.45,50
## power groups by stage
stage	Combinational [uW]	Sequential [uW]	Clock, uW
CTS	28.6	875	700
global route	31.9	875	730
finish	28.1	875	678
## metrics by stage
stage | setup slack, ps | total power [uW] | utilization [%]
after detailed placement | 2777 | 922.2 | 44.95
after floorplan | 3080 | 905.9 | -
after global routing | 2539 | 1637 | 47.65
after CTS | 2742 | 1603 | 47.65
final | 2738 | 1581 | 47.65
after global placement | 2799 | 921.3 | 44.95
## kinds of logic after synthesis
kind of cell | count (synthesis)
flops | 103
xor+xnor | 25
other cells | 2
simple gates | 135
fa+ha+maj | 14
compound gates | 74
buf+inv | 42
mux | 15
Power is estimated from default activity; no workload was simulated.
