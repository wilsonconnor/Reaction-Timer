$ cat flow/run.sh
#!/bin/bash
# OpenROAD 26Q1-2900-gdf79404cd8, Yosys 0.63+post, stock flow scripts
make -C /OpenROAD-flow-scripts/flow DESIGN_CONFIG=/design/flow/config.mk WORK_HOME=/design/flow/orfs finish
$ cat flow/constraint.sdc
current_design debounceFSM

set clk_period 3.3
set clk_io_pct 0.2

create_clock -name clk0 -period $clk_period [get_ports {clk}]

set non_clock_inputs [all_inputs -no_clocks]
set_input_delay [expr $clk_period * $clk_io_pct] -clock clk0 $non_clock_inputs
set_output_delay [expr $clk_period * $clk_io_pct] -clock clk0 [all_outputs]
$ cat flow/config.mk
export PLATFORM = sky130hd
export DESIGN_NAME = debounceFSM
export DESIGN_NICKNAME = debounceFSM
export VERILOG_FILES = /design/flow/design.v
export SDC_FILE = /design/flow/constraint.sdc
export NUM_CORES = 4
export LEC_CHECK = 1
export CORE_AREA = 10 10 98 98
export DIE_AREA = 0 0 108 108
$ cat flow/design.v
module debounceFSM #(parameter CLKSPDMHZ = 100, parameter DELAYMS = 5) (
    input clk,
    input reset,
    input in,
    output reg out
    );
    localparam cntEnd = CLKSPDMHZ * DELAYMS * 1000;
    reg cntDn;
    reg [2:0] state;
    localparam OUTPUT0 = 0;
    localparam DETECT1 = 1;
    localparam OUTPUT1 = 2;
    localparam DETECT0 = 3;
    reg [21:0] cnt;
    always@(posedge clk)
    begin
        if (reset)
            state <= OUTPUT0;
        else
        begin
            case(state)
            OUTPUT0:
                begin
                    if (in == 1)
                        state <= DETECT1;
                end
            DETECT1:
                begin
                    if (cntDn == 1)
                        state <= OUTPUT1;
                end
            OUTPUT1:
                begin
                    if (in == 0)
                        state <= DETECT0;
                end
            DETECT0:
                begin
                    if (cntDn == 1)
                        state <= OUTPUT0;
                end
            default:
                state <= OUTPUT0;
            endcase
        end
    end
    always@(posedge clk)
    begin
        if (reset)
        begin
            cnt <= 0;
            cntDn <= 0;
        end
        else
        begin
            if (state == OUTPUT1 || state == OUTPUT0)
                cnt <= 0;
            else if (state == DETECT1 || state == DETECT0)
                cnt <= cnt + 1;
            if (cnt > cntEnd)
                cntDn <= 1;
            else
                cntDn <= 0;
        end
    end
    always@(state)
    begin
        case(state)
        OUTPUT0: out = 0;
        DETECT1: out = 0;
        OUTPUT1: out = 1;
        DETECT0: out = 1;
        default: out = 0;
        endcase
    end
endmodule
==> results_dict.tcl <==
# implementation run metrics
set metrics [dict create \
    coreArea_um2 7650 \
    synth_top_area_share 0.430 \
    top_cell "dfxtp_1" \
    setup_viol 0 \
    clkTransAtPathRegs_ps 90 \
    outcome "finished, final reports clean" \
    synth_cell_types 32 \
    wl_met1_mm 1.14 \
    ant_nets 0 \
    cts_buffer_depth 2 \
    warnings 26 \
    vias_per_cell 4.04 \
    mux_share 0 \
    cp-start-kind "flip-flop" \
    routed_wl_mm 2.27 \
    core.rowCount 32 \
    rsz0062_at_grt "no" \
    mi_logic_area_um2 677 \
    clock-sinks 27 \
    die_h_um 108 \
    p_per_area_nw_per_um2 367 \
    fp_util 0.164 \
    clock_latency_ps 270 \
    routed.top_layer "met4" \
    irDropWorstVdd_v 0.000132 \
    pin_count 4 \
    p_total_uw 529 \
    grt_max_degree 23 \
    synth-simple-area-share 0.263 \
    cts_tree "built" \
    gp_congestion 0.757 \
    hpwl_mm 1.59 \
    flop_cell "dfxtp_1" \
    crit_required_ps 3500 \
    ys_async_sr_fraction 0 \
    aoi_share 0.186 \
    timing.final.crit_share 0.630 \
    dr_wl_met3_um 133 \
    post-route-drc-count 0 \
    dr_total_vias 1005 \
    synthTopCellsByArea "dfxtp_1 43%, nor2_1 4.5%, a21oi_1 4.4%, o21ai_0 4.4%, or3_1 4.0%" \
    hold_buffers 0 \
    drive_above_1_share 0.0476 \
    relSlewSlack 0.493 \
    worst_pin_slew_ps 761 \
    ys_cells 145 \
    grt_pass1_wl_mm 3.99 \
    hold_ws_ps 488 \
    grt_remaining_overflow 0 \
    hold_depth 2 \
    final_util 0.188 \
    hold_viol_final 0 \
    io_buffers 3 \
    max-cap-violations 0 \
    grt_usage 0.0398 \
    drtIter0Drc 24 \
    p_leak_nw 0.413 \
    syn-instance-count 145 \
    yosys.area.top_type "dfxtp_1" \
    setup_tns_ps 0 \
    fillers 830 \
    htreeDepth 1 \
    yosys-dominant-comb-family "simple AND/OR/NAND/NOR gates" \
    ys_area_um2 1260 \
    worstPathArrival_ps 2280 \
    die_x_um 108 \
    synth-seq-cells 27 \
    worst-setup-path-type "flip-flop to flip-flop" \
    ys_seq_share 0.430 \
    period_needed_ps 2080 \
    cts_setup_buffers 0 \
    cts-resized-gates 0 \
    syn_area_per_cell_um2 8.67 \
    met2_length_um 960 \
    chipArea_um2 11700 \
    antennaDiodeCount 0 \
    fin_skew_ps 5.18 \
    xor_share 0.0697 \
    firstDrtPassIters 4 \
    cts_buffers 3 \
    synthTopCellsByCount "27 x dfxtp_1, 15 x nor2_1, 11 x a21oi_1, 11 x o21ai_0" \
    cp_max_fo 12 \
    wl_per_cell_um 9.12 \
    worstSetupEndpointType "flip-flop" \
    synth_area_um2 1260 \
    yosysWarnings 1 \
    worst-r2r-cell-count 4 \
    grt_pass1_vias 886 \
    edf_count 0 \
    synth_adder_area_share 0.0199 \
    root_buffer "clkbuf_8" \
    area_growth_pct 14.5 \
    fmax_ghz 0.481 \
    flop_area_um2 541 \
    slew_viol_final 0 \
    hp-class "flip-flop to flip-flop" \
    antenna_found_initial 0 \
]
-- cell usage in the layout (no fill, tap or decap), drive strengths merged, types with 2 or more instances in the layout --
| cell | instances |
|---|---|
| nand2 | 6 |
| clkbuf | 3 |
| inv | 5 |
| or3 | 8 |
| nor4 | 2 |
| nand3 | 8 |
| xor2 | 5 |
| or4 | 3 |
| ha | 2 |
| nor3 | 3 |
| o21ai | 11 |
| xnor2 | 5 |
| o31ai | 3 |
| a22oi | 3 |
| and3 | 4 |
| and4 | 2 |
| dfxtp | 27 |
| nand4 | 6 |
| nor2 | 15 |
| clkdlybuf4s50 | 3 |
| a21oi | 11 |
-- per-layer routing --
layer / global-route usage / up-vias
li1: - / 537
met1: 0.0556 / 447
met3: 0.0139 / 2
met2: 0.0599 / 19
met5: 0 / -
met4: 0.00477 / 0
-- through the flow --
stage                     setup slack (ps)  std cells  cell area [µm²]
after floorplan                       1440        145             1260
after detailed placement               986        245             1390
after CTS                             1200        249             1440
after global routing                  1030        249             1440
final                                 1220        249             1440
after global placement                1000        245             1390
-- worst paths after layout --
| kind | startpoint | endpoint | slack, ps |
|---|---|---|---|
| hold reg to reg | cnt[21]$_SDFFE_PP0P_ | cnt[21]$_SDFFE_PP0P_ | 490 |
| setup reg to reg | state[3]$_DFF_P_ | cnt[21]$_SDFFE_PP0P_ | 1220 |
| setup / recovery | state[3]$_DFF_P_ | cnt[21]$_SDFFE_PP0P_ | 1220 |
| hold / removal | cnt[21]$_SDFFE_PP0P_ | cnt[21]$_SDFFE_PP0P_ | 490 |
-- critical path, cell delays in order (launching register included) --
cell and delay, ps:
dfxtp_1 500, o2111a_1 350, nand4_1 380, or4_1 610, a21oi_1 160
-- state kept, by name (all words and copies together), names as in the netlist --
name,flops
state,4
cnt,22
cntDn,1
-- cell families after synthesis --
| kind of cell | after synthesis |
|---|---|
| adder cells (fa/ha/maj) | 2 |
| XOR/XNOR | 10 |
| flip-flops | 27 |
| buffers and inverters | 10 |
| AND-OR/OR-AND | 35 |
| AND/OR/NAND/NOR | 61 |
-- layout make-up --
type	instances	share of cell area
Multi-Input combinational cell	108	0.470
Sequential cell	27	0.375
Tap cell	102	0.0886
Clock buffer	3	0.0287
Timing Repair Buffer	3	0.0209
Inverter	5	0.0130
Clock inverter	1	0.00348
-- power by group --
| group | internal, mW | switching [mW] | leakage, nW |
|---|---|---|---|
| Sequential | 0.328 | 0.00310 | 0.218 |
| Clock | 0.0845 | 0.0990 | 0.0255 |
| Combinational | 0.00579 | 0.00838 | 0.169 |
| Total | 0.418 | 0.111 | 0.413 |
Power figures rest on the tool's default switching activity, not on a simulated workload.
