`run.sh`:
```
#!/bin/bash
# OpenROAD 26Q1-2900-gdf79404cd8, Yosys 0.63+post, stock flow scripts
make -C /OpenROAD-flow-scripts/flow DESIGN_CONFIG=/design/flow/config.mk WORK_HOME=/design/flow/orfs finish
```
`config.mk`:
```
export PLATFORM = sky130hd
export DESIGN_NAME = binaryToBCDDivideMod
export DESIGN_NICKNAME = binaryToBCDDivideMod
export VERILOG_FILES = /design/flow/design.v
export SDC_FILE = /design/flow/constraint.sdc
export NUM_CORES = 4
export LEC_CHECK = 1
export CORE_UTILIZATION = 50
```
`constraint.sdc`:
```
current_design binaryToBCDDivideMod

set clk_period 17.5
set clk_io_pct 0.2

create_clock -name clk0 -period $clk_period [get_ports {clk}]

set non_clock_inputs [all_inputs -no_clocks]
set_input_delay [expr $clk_period * $clk_io_pct] -clock clk0 $non_clock_inputs
set_output_delay [expr $clk_period * $clk_io_pct] -clock clk0 [all_outputs]
```
`design.v`:
```
module binaryToBCDDivideMod(
    input clk,
    input [15:0] val,
    output reg [3:0] bcd3,
    output reg [3:0] bcd2,
    output reg [3:0] bcd1,
    output reg [3:0] bcd0
    );
    reg [15:0] p1,p2;
    always@(posedge clk)
    begin
        bcd3 <= val/1000;
        bcd2 <= (val%1000)/100;
        bcd1 <= ((val%1000)%100)/10;
        bcd0 <= (((val%1000)%100)%10);     
    end
endmodule
```
==> out/results.md <==
| Stage | Item | Value |
| --- | --- | --- |
| logic synthesis | Per-instance average area after synthesis | 6.93 sq um |
| clocking | Post-CTS Resized | 0 |
| placed design | Total half-perimeter wirelength after legalization and detailed placement | 10.3 mm |
| clocking | Hold buffer count at cts | 0 |
| routing | Drt pass-1 iters | 26 |
| floorplan | Core area | 8850 sq um |
| status | Run status | completed |
| logic synthesis | List of most frequent post-synthesis cells | sky130_fd_sc_hd__nor2_1 (59), sky130_fd_sc_hd__nand2_1 (57), sky130_fd_sc_hd__o21ai_0 (37) |
| grt | Vias in the first global route | 4509 |
| run | Number of warning messages in the logs | 26 |
| floorplan | Die width | 98.1 um |
| logic synthesis | Most area-consuming cells after synthesis | sky130_fd_sc_hd__dfxtp_1 (6.9%), sky130_fd_sc_hd__nor2_1 (4.8%), sky130_fd_sc_hd__nand2_1 (4.6%) |
| run | Tally of max-capacitance violations | 0 |
| timing | Sum Neg Setup Slack | 0 ns |
| clocking | H-tree depth | 1 |
| logic synthesis | Largest area contributor in the synthesized netlist | sky130_fd_sc_hd__dfxtp_1 |
| logic synthesis | Primary flip-flop cell chosen by synthesis mapping | sky130_fd_sc_hd__dfxtp_1 |
| timing | # setup viols final | 0 |
| cells and area | Combinational gate area | 4030 sq um |
| critical path | CP Class | input port to register |
| placed design | I/O Buffers | 32 |
| clocking | Clock tree root buffer cell | sky130_fd_sc_hd__clkbuf_8 |
| timing | Actual slew at the worst max-slew pin | 0.857 ns |
| routing | Total via count after detailed routing | 5441 |
| routing | DR DRC count | 0 |
| logic synthesis | Post-synth tally of flip-flops with integrated enable | 0 |
| critical path | Crit path max-delay cell type | sky130_fd_sc_hd__clkdlybuf4s50_1 |
| cells and area | Layout cells sized above 1 | 9.19% |
| floorplan | Placement row count | 34 |
| logic synthesis | Gate Count Post-Synth | 667 |
| critical path | CP most frequent cell | sky130_fd_sc_hd__nor2_1 |
| timing | Pins over their slew limit | 0 |
| timing | Period Utilization, post-route | 93.5% |
| placed design | Instance area after placement | 4950 sq um |
| logic synthesis | Total of flip-flops plus latches after synthesis | 16 |
| clocking | Clock tree from TritonCTS | yes |
| grt | Largest net degree at the start of global routing | 23 |
| floorplan | Area of the die | 9630 sq um |
| timing | Minimum clock period after layout | 16.35 ns |
| critical path | Worst endpoint data arrival time | 16.48 ns |
| routing | Routed len/inst | 17.4 um |
| logic synthesis | Synth top area share | 6.93% |
| routing | Tally of nets with antenna violations remaining after routing | 0 |
| logic synthesis | Chip area from the yosys synthesis statistics | 4620 sq um |
| timing | Number of hold-slack violations in the final timing report | 0 |
| logic synthesis | Sequential element share of the synthesized area | 6.93% |
| worst hold path | Hold crit path type | input port to register |
| critical path | Worst setup EP type | register |
| cells and area | Area added between synthesis and finish | 8.39% |
| grt | Antenna violations before repair | 0 |
| logic synthesis | Total cells reported by yosys after synthesis | 667 |
| critical path | Largest fanout on the critical path | 20 |
| clocking | Clock buffers created by TritonCTS | 3 |
| grt | All-layer global routing usage | 28.7% |
| floorplan | Die Y-Extent | 98.1 um |
| critical path | CP startpoint kind | input port |
| routing | Final wirelength | 13.7 mm |
| timing | Maximum operating frequency | 61.1 MHz |
| logic synthesis | Total of warnings raised by yosys | 1 |
| routing | Number of inserted diodes | 0 |
| logic synthesis | Post-Synthesis Cell Area | 4620 sq um |
| logic synthesis | Number of different library cells in the post-synthesis netlist | 96 |
| cells and area | Register area | 320 sq um |
| grt | Global-route wire length before repair | 22.9 mm |
| clocking | Clock-pin slew reported for the worst setup and hold paths after clock tree synthesis | 0.07 ns |
| routing | Average vias per placed instance | 6.95 |
| grt | Leftover overflow at the end of global routing | 0 |
| timing | Slew Limit Headroom | 42.5% |
| cells and area | Cell area after layout | 5010 sq um |
| critical path | Required time at the endpoint of the critical path | 17.63 ns |
| cells and area | Fill cells | 866 |
| logic synthesis | Async set or reset register ratio after synthesis | 0% |
| clocking | Setup Buffers After CTS | 0 |
| placed design | Final weighted congestion in routability-driven placement | 0.972 |
| routing | DRC marker count from the first detailed-route iteration | 389 |
| timing | RSZ-0062 raised after global routing | false |
| logic synthesis | Most frequent cell after synthesis | sky130_fd_sc_hd__nor2_1 |
| floorplan | Boundary Pins | 33 |
| clocking | Number of clock sinks seen by CTS | 16 |
| critical path | CP max stage delay | 0.75 ns |
| floorplan | Initial cell density of the core | 52.2% |
| clocking | Buffer depth of the longest clock path | 2 |
-- flip-flops by register name (all words and copies together), names as in the netlist --
| register | flops |
|---|---|
| bcd0 | 4 |
| bcd1 | 4 |
| bcd2 | 4 |
| bcd3 | 4 |
-- metal layers --
layer  routed length [um]  up-vias  track usage (%)
li1                     -     2665                -
met1                 6560     2476             47.6
met2                 5700      290             41.0
met3                 1290       10             3.63
met4                   97        0             2.18
met5                    0        -                0
-- cell type report --
class | count | area share, %
Clock buffer | 4 | 1.10
Inverter | 17 | 1.27
Multi-Input combinational cell | 595 | 80.5
Sequential cell | 16 | 6.40
Tap cell | 108 | 2.70
Timing Repair Buffer | 43 | 8.04
-- placed cells by master (no fill, tap or decap), types with 7 or more instances in the layout --
master,netlist,routed
sky130_fd_sc_hd__clkdlybuf4s50_1,0,32
sky130_fd_sc_hd__a211oi_1,13,13
sky130_fd_sc_hd__o21ai_1,10,10
sky130_fd_sc_hd__o211ai_1,17,17
sky130_fd_sc_hd__nor3_1,36,36
sky130_fd_sc_hd__nor4_1,7,7
sky130_fd_sc_hd__dfxtp_1,16,16
sky130_fd_sc_hd__o31ai_1,8,8
sky130_fd_sc_hd__or2_2,7,7
sky130_fd_sc_hd__nand3_1,17,17
sky130_fd_sc_hd__o21ai_0,37,37
sky130_fd_sc_hd__and2_1,9,9
sky130_fd_sc_hd__mux2i_1,7,7
sky130_fd_sc_hd__a22oi_1,8,8
sky130_fd_sc_hd__xnor2_1,21,21
sky130_fd_sc_hd__nor2_1,59,59
sky130_fd_sc_hd__inv_1,15,15
sky130_fd_sc_hd__o31a_1,8,8
sky130_fd_sc_hd__buf_4,6,11
sky130_fd_sc_hd__a21oi_1,36,36
sky130_fd_sc_hd__and3_1,15,15
sky130_fd_sc_hd__a22o_1,7,7
sky130_fd_sc_hd__or3_1,14,14
sky130_fd_sc_hd__nand2_1,57,57
sky130_fd_sc_hd__a31oi_1,22,22
sky130_fd_sc_hd__a211o_1,7,7
sky130_fd_sc_hd__o21a_1,11,11
-- metrics by stage --
step           worst slack [ns]  std cells  utilization, %  hold WS (ns)
6_report                   1.15        783            56.6          3.76
5_1_grt                  0.0566        783            56.6          3.75
4_1_cts                    1.42        783            56.6          3.75
3_5_place_dp               1.19        779            56.0          4.03
3_3_place_gp               1.47        779            56.0          4.04
2_1_floorplan              3.90        667               -          3.53
-- worst paths after layout --
check,start,endpoint,cells after the start
setup / recovery,val[9],bcd0[3],38
hold / removal,val[0],bcd0[0],1
-- critical path: cells and delay by family --
kind	cells	cell delay, ns
fa+ha+maj	1	0.34
mux	2	0.60
buf+inv	1	0.75
xor+xnor	2	1.40
simple gates	9	1.89
compound gates	23	7.98
-- logic make-up after synthesis --
kind of cell               after synthesis  synth area share (%)
xor gates and xnor gates                27                  5.12
buffers and inverters                   56                  5.82
and+or+nand+nor                        257                  28.2
adders and majority gates                5                  1.14
DFF                                     16                  6.93
AOI/OAI and AO/OA                      289                  48.2
muxes                                   17                  4.52
