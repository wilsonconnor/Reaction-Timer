`flow/design.v`:
```
module synchronizer #(parameter NUMBITS = 8) (
    input clk,
    input [NUMBITS-1:0] in,
    output reg [NUMBITS-1:0] out
    );
    reg [NUMBITS-1:0] tempVal;
    always@(posedge clk)
    begin
        tempVal <= in;
        out <= tempVal;
    end
endmodule
```
`flow/run.sh`:
```
#!/bin/bash
# OpenROAD 26Q1-2900-gdf79404cd8, Yosys 0.63+post, stock flow scripts
make -C /OpenROAD-flow-scripts/flow DESIGN_CONFIG=/design/flow/config.mk WORK_HOME=/design/flow/orfs finish
```
`flow/config.mk`:
```
export PLATFORM = sky130hd
export DESIGN_NAME = synchronizer
export DESIGN_NICKNAME = synchronizer
export VERILOG_FILES = /design/flow/design.v
export SDC_FILE = /design/flow/constraint.sdc
export NUM_CORES = 4
export LEC_CHECK = 1
export CORE_AREA = 10 10 70 70
export DIE_AREA = 0 0 80 80
```
`flow/constraint.sdc`:
```
current_design synchronizer

set clk_period 1.0
set clk_io_pct 0.2

create_clock -name clk0 -period $clk_period [get_ports {clk}]

set non_clock_inputs [all_inputs -no_clocks]
set_input_delay [expr $clk_period * $clk_io_pct] -clock clk0 $non_clock_inputs
set_output_delay [expr $clk_period * $clk_io_pct] -clock clk0 [all_outputs]
```
==> flow_metrics.env <==
# yosys + openroad results
export IMPL_die_w_um=80
export IMPL_finalCriticalPeriod_ns=0.9479
export IMPL_cts_sinks=16
export IMPL_finalSetupViolCount=0
export IMPL_vias=160
export IMPL_rsz0062_at_grt="false"
export IMPL_drtIter0Drc=2
export IMPL_holdWs_ns=0.3302
export IMPL_syn_instance_count=16
export IMPL_hold_end="out[7]$_DFF_P_"
export IMPL_syn_cell_area_um2=320.3
export IMPL_r2r_end="out[5]$_DFF_P_"
export IMPL_crit_chain="clkdlybuf4s15_1"
export IMPL_power_frac_comb_pct=4.9
export IMPL_start_kind="flip-flop"
export IMPL_max_clock_path_buffers=2
export IMPL_cp_arrival_ns=0.75
export IMPL_finalSetupTns_ns=0
export IMPL_p_seq_share_pct=65.7
export IMPL_drive_above_1_share_pct=11.43
export IMPL_synth_seq_share_pct=100.0
export IMPL_path_class="reg2out"
export IMPL_warning_count=25
export IMPL_ys_chip_area_um2=320.3
export IMPL_track_usage_pct=1.704
export IMPL_hold_viol_final=0
export IMPL_synth_cell_types=1
export IMPL_tritoncts="built"
export IMPL_cap_violations=0
export IMPL_swShare_pct=17.21
export IMPL_grt_pass1_vias=181
export IMPL_finalClockPeriodUsage_pct=94.79
export IMPL_relSlewSlack_pct=94.73
export IMPL_grt_max_degree=9
export IMPL_drt_wl_total_um=590
export IMPL_antenna_cells=0
export IMPL_ys_cells=16
export IMPL_hold_depth=0
export IMPL_syn_to_final_growth_pct=73.44
export IMPL_worstHoldStart="tempVal[7]$_DFF_P_"
export IMPL_cts_setup_buffers=0
export IMPL_p_clk_share_pct=29.5
export IMPL_wl_per_cell_um=7.284
export IMPL_stdcell_area_um2=555.5
export IMPL_slowest_stage="dfxtp_1"
export IMPL_grt_pass1_wl_um=848
export IMPL_route_antenna_remaining_nets=0
export IMPL_drv_slew=0
export IMPL_status="finished, final reports clean"
export IMPL_numCtsBuffers=3
export IMPL_antenna_found_initial=0
export IMPL_avgSynthCellArea_um2=20.02
export IMPL_internal_power_uw=854.4
export IMPL_cts_root_buffer="clkbuf_4"
export IMPL_cp_num_buf_inv=1
export IMPL_numSynthFlops=16
export IMPL_path_delay_family="flip-flops"
export IMPL_irDropWorstVdd_uv=258.5
export IMPL_clkLatencyLatePin_ns=0.27
export IMPL_overflow=0
export IMPL_fmax_mhz=1055
export IMPL_cts_hold_buf=0
export IMPL_r2r_cells=0
export IMPL_required_ns=0.80
export IMPL_worst_path_max_fanout=1
export IMPL_slowest_delay_ns=0.31
export IMPL_clk_pin_slew_ns=0.08
export IMPL_ioPinCount=17
export IMPL_portBuffers=16
export IMPL_first_pass_iters=2
export IMPL_fillers=392
export IMPL_r2r_slack_ns=0.60
export IMPL_viasPerCell=1.975
export IMPL_drc=0
export IMPL_dpl_cell_area_um2=538.0
export IMPL_synth_warnings=1
export IMPL_fp_util_pct=9.377
export IMPL_comb_cells=0
export IMPL_hold_class="reg2reg"
export IMPL_p_leak_uw=0.0002162
export IMPL_htreeDepth=1
export IMPL_coreArea_um2=3416
export IMPL_logic_area_um2=0
export IMPL_cp_end_kind="output port"
export IMPL_die_area_um2=6400
export IMPL_routabilityCongestion=0.5919
export IMPL_final_setup_skew_ns=0.0003518
export IMPL_die_h_um=80
export IMPL_timing_rr_start="tempVal[5]$_DFF_P_"
export IMPL_rows=21
export IMPL_switching_power_uw=177.6
export IMPL_power_density_nw_per_um2=1858
export IMPL_tightestPinTransition_ns=0.07907
-- through the flow --
stage / setup slack, ns / cells / total power [uW] / util (%)
finish: 0.05213 / 81 / 1032 / 16.26
global route: 0.003267 / 81 / 1082 / 16.26
CTS: 0.02997 / 81 / 1048 / 16.41
detailed placement: 0.04313 / 78 / 753.3 / 15.75
global placement: 0.04425 / 78 / 751.9 / 15.75
floorplan: 0.5385 / 16 / 687.3 / -
-- Yosys cell counts, drive strengths merged --
cell | instances | share of area [%]
dfxtp | 16 | 100
-- placed cells by master (no fill, tap or decap) --
master | Yosys | final
dfxtp_1 | 16 | 16
clkdlybuf4s50_1 | 0 | 8
clkdlybuf4s15_1 | 0 | 7
clkbuf_4 | 0 | 3
clkbuf_2 | 0 | 1
-- final cells by class --
| type | count | area, um2 | area share, % |
|---|---|---|---|
| tap | 46 | 57.56 | 10.36 |
| timing repair buffer | 16 | 155.1 | 27.93 |
| sequential | 16 | 320.3 | 57.66 |
| clock buffer | 3 | 22.52 | 4.054 |
-- metal layers --
| metal | GRT usage (%) | part of all wire (%) | vias to the layer above |
|---|---|---|---|
| met3 | 0.7955 | 5.8 | 2 |
| met5 | 0 | 0 | - |
| met4 | 1.408 | 5.8 | 0 |
| li1 | - | - | 87 |
| met1 | 1.361 | 32 | 66 |
| met2 | 3.050 | 56 | 5 |
-- cells by family (layout without fill, tap and decap cells) --
logic type | Yosys count | in the layout | share of synthesized area (%)
flip-flops | 16 | 16 | 100.0
buffers and inverters | 0 | 19 | 0
-- worst max-delay path by stage --
stage               from     end  cells after the start  slack, ns
4_1_cts   out[4]$_DFF_P_  out[4]                      1       0.03
5_1_grt   out[2]$_DFF_P_  out[2]                      1      0.003
6_report  out[3]$_DFF_P_  out[3]                      1       0.05
-- power groups by stage --
stage	combinational, uW	clock, uW	sequential, uW
4_1_cts	52.7	317	678
6_report	50.1	304	678
5_1_grt	54.4	348	680
-- state kept, by name, indices dropped and copies added, names as in the netlist --
| signal | cells |
|---|---|
| out | 8 |
| tempVal | 8 |
-- what timing repair did --
action                                  CTS  global route
endpoints found under the setup margin    8             1
cloned                                    0             0
pin swaps                                 0             0
gates resized                            16             1
No activity file was given, so power comes from the tool's default toggle rates.
